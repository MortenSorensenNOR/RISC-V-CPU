==> flow/design.v <==
`timescale 1ns/1ps
module ID_EX_Reg (
    input logic clk,
    input logic rstn,
    input logic id_ex_flush,
    input logic [31:0] id_pc_p4,
    input logic [31:0] id_branch_target,
    input logic [6:0]  id_funct7,
    input logic [2:0]  id_funct3,
    input logic [4:0] id_rs1,
    input logic [4:0] id_rs2,
    input logic [4:0] id_rd,
    input logic [31:0] id_rd1,
    input logic [31:0] id_rd2,
    input logic id_branch,
    input logic id_jump,
    input logic id_jump_src,
    input logic [1:0] id_alu_op,
    input logic [0:0] id_alu_src_a,
    input logic [1:0] id_alu_src_b,
    input logic id_mem_write,
    input logic id_mem_read,
    input logic [3:0] id_mem_data_mask,
    input logic id_mem_read_sign_extend,
    input logic id_reg_write,
    input logic [1:0] id_reg_write_src,
    input logic [31:0] id_imm,
    output logic [31:0] id_ex_pc_p4,
    output logic [31:0] id_ex_branch_target,
    output logic [6:0]  id_ex_funct7,
    output logic [2:0]  id_ex_funct3,
    output logic [4:0] id_ex_rs1,
    output logic [4:0] id_ex_rs2,
    output logic [4:0] id_ex_rd,
    output logic [31:0] id_ex_rd1,
    output logic [31:0] id_ex_rd2,
    output logic id_ex_branch,
    output logic id_ex_jump,
    output logic id_ex_jump_src,
    output logic [1:0] id_ex_alu_op,
    output logic [0:0] id_ex_alu_src_a,
    output logic [1:0] id_ex_alu_src_b,
    output logic id_ex_mem_write,
    output logic id_ex_mem_read,
    output logic [3:0] id_ex_mem_data_mask,
    output logic id_ex_mem_read_sign_extend,
    output logic id_ex_reg_write,
    output logic [1:0] id_ex_reg_write_src,
    output logic [31:0] id_ex_imm
);
    initial begin
        id_ex_pc_p4 = '0;
        id_ex_branch_target = '0;
        id_ex_funct7 = '0;
        id_ex_funct3 = '0;
        id_ex_rs1 = '0;
        id_ex_rs2 = '0;
        id_ex_rd = '0;
        id_ex_rd1 = '0;
        id_ex_rd2 = '0;
        id_ex_branch = '0;
        id_ex_jump = '0;
        id_ex_jump_src = '0;
        id_ex_alu_op = '0;
        id_ex_alu_src_a = '0;
        id_ex_alu_src_b = '0;
        id_ex_mem_write = '0;
        id_ex_mem_read = '0;
        id_ex_mem_data_mask = '0;
        id_ex_mem_read_sign_extend = '0;
        id_ex_reg_write = '0;
        id_ex_reg_write_src = '0;
        id_ex_imm = '0;
    end
    always_ff @(posedge clk) begin
        if (~rstn) begin
            id_ex_pc_p4 <= '0;
            id_ex_branch_target <= '0;
            id_ex_funct7 <= '0;
            id_ex_funct3 <= '0;
            id_ex_rs1 <= '0;
            id_ex_rs2 <= '0;
            id_ex_rd <= '0;
            id_ex_rd1 <= '0;
            id_ex_rd2 <= '0;
            id_ex_branch <= '0;
            id_ex_jump <= '0;
            id_ex_jump_src <= '0;
            id_ex_alu_op <= '0;
            id_ex_alu_src_a <= '0;
            id_ex_alu_src_b <= '0;
            id_ex_mem_write <= '0;
            id_ex_mem_read <= '0;
            id_ex_mem_data_mask <= '0;
            id_ex_mem_read_sign_extend <= '0;
            id_ex_reg_write <= '0;
            id_ex_reg_write_src <= '0;
            id_ex_imm <= '0;
        end else begin
            if (id_ex_flush) begin
                id_ex_pc_p4 <= '0;
                id_ex_branch_target <= '0;
                id_ex_funct7 <= '0;
                id_ex_funct3 <= '0;
                id_ex_rs1 <= '0;
                id_ex_rs2 <= '0;
                id_ex_rd <= '0;
                id_ex_rd1 <= '0;
                id_ex_rd2 <= '0;
                id_ex_branch <= '0;
                id_ex_jump <= '0;
                id_ex_jump_src <= '0;
                id_ex_alu_op <= '0;
                id_ex_alu_src_a <= '0;
                id_ex_alu_src_b <= '0;
                id_ex_mem_write <= '0;
                id_ex_mem_read <= '0;
                id_ex_mem_data_mask <= '0;
                id_ex_mem_read_sign_extend <= '0;
                id_ex_reg_write <= '0;
                id_ex_reg_write_src <= '0;
                id_ex_imm <= '0;
            end else begin
                id_ex_pc_p4 <= id_pc_p4;
                id_ex_branch_target <= id_branch_target;
                id_ex_funct7 <= id_funct7;
                id_ex_funct3 <= id_funct3;
                id_ex_rs1 <= id_rs1;
                id_ex_rs2 <= id_rs2;
                id_ex_rd <= id_rd;
                id_ex_rd1 <= id_rd1;
                id_ex_rd2 <= id_rd2;
                id_ex_branch <= id_branch;
                id_ex_jump <= id_jump;
                id_ex_jump_src <= id_jump_src;
                id_ex_alu_op <= id_alu_op;
                id_ex_alu_src_a <= id_alu_src_a;
                id_ex_alu_src_b <= id_alu_src_b;
                id_ex_mem_write <= id_mem_write;
                id_ex_mem_read <= id_mem_read;
                id_ex_mem_data_mask <= id_mem_data_mask;
                id_ex_mem_read_sign_extend <= id_mem_read_sign_extend;
                id_ex_reg_write <= id_reg_write;
                id_ex_reg_write_src <= id_reg_write_src;
                id_ex_imm <= id_imm;
            end
        end
    end
endmodule
==> flow/run.sh <==
#!/bin/bash
# OpenROAD 26Q1-2900-gdf79404cd8, Yosys 0.63+post, stock flow scripts
make -C /OpenROAD-flow-scripts/flow DESIGN_CONFIG=/design/flow/config.mk WORK_HOME=/design/flow/orfs finish
==> flow/config.mk <==
export PLATFORM = sky130hd
export DESIGN_NAME = ID_EX_Reg
export DESIGN_NICKNAME = ID_EX_Reg
export VERILOG_FILES = /design/flow/design.v
export SDC_FILE = /design/flow/constraint.sdc
export NUM_CORES = 4
export LEC_CHECK = 1
export CORE_AREA = 10 10 220 220
export DIE_AREA = 0 0 230 230
==> flow/constraint.sdc <==
current_design ID_EX_Reg

set clk_period 1.0
set clk_io_pct 0.2

create_clock -name clk0 -period $clk_period [get_ports {clk}]

set non_clock_inputs [all_inputs -no_clocks]
set_input_delay [expr $clk_period * $clk_io_pct] -clock clk0 $non_clock_inputs
set_output_delay [expr $clk_period * $clk_io_pct] -clock clk0 [all_outputs]
==> deck_impl_summary.md <==
Implementation Results

CTS
  – Clk root buf: clkbuf_16
  – H-tree depth: 1
  – Postcts setup bufs: 0
  – CTS tree: built
  – Clk sinks: 203
  – Hold_buf cts: 0
  – Clk pin slew, worst setup/hold paths: 0.06 ns
  – Worst-case clock buffer depth: 3
  – CTS Buf Count: 25

Final timing
  – Tightest Pin Transition: 0.1732 ns
  – Rel. slew slack: 0.8845
  – RSZ-0062 raised after global routing: true
  – Slew Limit Fails: 0
  – Final hold violations: 0
  – Max Fclk: 0.8178 GHz
  – Final period utilization: 1.223
  – Final setup fails: 203
  – Fin worst setup slack: -0.2228 ns
  – Minimum clock period: 1.223 ns
  – Hold Slack: 0.1545 ns

Synth
  – Post-Synthesis Cells: 450
  – Synth Seq Share: 0.6574
  – Top-area cell share: 0.6574
  – Post-Syn Area: 6182 um^2
  – Ys cells: 450
  – Registers, synthesis: 203
  – Netlist cell types: 6
  – Post-synth area from yosys stat: 6182 um^2
  – Ys Warns: 1
  – Post-synth top area cell: dfxtp_1
  – Main area contributors: dfxtp_1 (66%), and3b_1 (29%), buf_6 (3.5%), buf_2 (1.6%), buf_4 (0.24%)
  – Avg Synthesized Cell Area: 13.74 um^2

Worst setup path
  – Buf+Inv Stages, Crit Path: 1
  – Critical Path AT: 1.02 ns
  – CP max-delay cell: dfxtp_4
  – Crit path launch: id_ex_rd2[5]
  – Startpoint types: flip-flop
  – Crit Path Max Fanout: 1
  – Crit path cell chain: buf_6
  – WP data required: 0.80 ns
  – Largest delay contributor family on the critical path: flip-flops
  – Crit. End Element: primary output
  – WS Path Type: reg2out
  – CP peak stage delay: 0.39 ns

Min path
  – Hold Path End: id_ex_funct7[6]
  – Worst Min Path Start: rstn
  – WHS Path Cells: 3
  – HP Class: in2reg

Global routing
  – Most Crowded Layer GR: met2
  – Met2 Usage GRT: 0.1455
  – Met3 Resource Use GR: 0.03183
  – Overflow after GRT: 0
  – Largest net degree at the start of global routing: 38
  – Vias in the first global route: 4905
  – Met1 Resource Use GR: 0.1033
  – GRT Total Usage: 0.08656
  – Initial antenna violation count: 0
  – First-pass GRT wire length: 34.40 mm

Layout
  – Register Area: 4116 um^2
  – Filler Cell Count: 4613
  – Multi-input gate area: 1778 um^2
  – Share of layout cells above drive strength 1: 0.3458
  – Area Overhead vs Synth: 76.75%
  – Most common logic cells in the final layout: and3b_1 (203), clkdlybuf4s50_1 (203), buf_2 (191), dfxtp_1 (167), dfxtp_2 (33)
  – Layout Utilization: 0.2520

Detailed routing
  – Routed Antenna Nets: 0
  – Drt pass-1 iters: 4
  – N_diodes: 0
  – Drt drc: 0
  – Drt wl/cell: 16.40 um
  – Vias/cell: 3.297
  – 1st-iter DRT viols: 121
  – Routed WL: 24.07 mm
  – DR vias: 4836

Power and ir drop
  – P per Cell Area: 1736 nW/um^2
  – Max VDD drop: 0.001013 V
  – Pleak: 5.558 nW

Floorplan
  – Core area: 43360 um^2
  – Die footprint: 52900 um^2
  – Ports: 409
  – Die Ht: 230 um
  – FP Util: 0.1426
  – Cell Rows: 76
  – Die x size: 230 um

Place
  – DP HPWL: 18.97 mm
  – GPL Wtd Cong: 0.8388
  – Pre-CTS WS: -0.3210 ns
  – IO buf count: 408

Job
  – Tool warnings: 27
  – Max Cap Viol: 0

Status
  – Outcome: finished with violations
  – Failing checks: negative setup slack
[logic make-up after synthesis]
kind of cell	after synthesis	synth area share
buf+inv	44	0.05505
simple gates	203	0.2876
flops	203	0.6574
[worst max path at each step]
stage	endpoint	slack [ns]	depth (start not counted)
after CTS	id_ex_rd2[5]	-0.31	1
final	id_ex_rd2[5]	-0.22	1
after global routing	id_ex_rd2[5]	-0.31	1
[sequential cells by signal (all words and copies together) (netlist names), 2 cells and up]
register and count:
id_ex_branch_target 32, id_ex_imm 32, id_ex_pc_p4 32, id_ex_rd1 32
id_ex_rd2 32, id_ex_funct7 7, id_ex_rd 5, id_ex_rs1 5
id_ex_rs2 5, id_ex_mem_data_mask 4, id_ex_funct3 3, id_ex_alu_op 2
id_ex_alu_src_b 2, id_ex_reg_write_src 2
[where the power goes]
part           internal (mW)  switching, mW  total [mW]  leakage [nW]
logic                   1.29          0.503        1.79          3.49
registers               8.42         0.0804        8.50          1.68
clock network           5.23           3.45        8.68         0.381
total                   14.9           4.03        19.0          5.56
[stage by stage]
stage	cell area (um^2)	total power, mW	std cells	TNS, ns
floorplan	6182	9.088	450	0
global placement	11030	10.77	1426	-1.054
detailed placement	11030	10.79	1426	-0.9812
CTS	10880	19.35	1467	-35.98
global route	10930	19.82	1467	-37.48
finish	10930	18.97	1467	-26.67
[cell type report]
type	instances	area share
multi-input combinational	203	0.1627
timing repair buffer	435	0.3218
sequential	203	0.3767
tap	585	0.06699
clock buffer	31	0.06115
clock inverter	10	0.01065
[cell usage after synthesis (all sizes together)]
library cell  count
dfxtp           203
clkbuf            3
and3b           203
buf              41
[per-layer routing]
metal  vias to the layer above  routed length [um]
met3                        37                2041
li1                       2385                   -
met4                         0                 680
met2                       200               11890
met5                         -                   0
met1                      2214                9459
[what timing repair did]
action                     CTS  global route
setup endpoints to repair  203           203
resized                    719            16
pin swaps                    0             0
Power and IR drop assume default switching activity.
