--- design/flow/design.v ---
`timescale 1ns/1ps
module branch_history_table #(
    parameter unsigned BHT_N = 2,
    parameter unsigned BHT_TABLE_SIZE = 512
) (
    input logic clk,
    input logic rstn,
    input logic [31:0] id_pc,
    output logic query_branch_taken,
    input logic [31:0] ex_pc,
    input logic ex_branch_decision,  
    input logic ex_branch_update
);
    localparam unsigned TABLE_BITS = $clog2(BHT_TABLE_SIZE);
    logic [BHT_N-1:0] table[BHT_TABLE_SIZE];
    initial begin
        for (int i = 0; i < BHT_TABLE_SIZE; i++) begin
            table[i] <= '0;
        end
    end
    logic [TABLE_BITS-1:0] query_table_index, update_table_index;
    assign query_table_index  = id_pc[TABLE_BITS+1:2];    
    assign update_table_index = ex_pc[TABLE_BITS+1:2];
    logic [BHT_N-1:0] query_table_entry, update_table_entry;
    assign query_table_entry  = table[query_table_index];
    assign update_table_entry = table[update_table_index];
    always_ff @(posedge clk) begin
        if (~rstn) begin
            for (int i = 0; i < BHT_TABLE_SIZE; i++) begin
                table[i] <= '0;
            end
        end else begin
            if (ex_branch_update) begin
                if (ex_branch_decision == 1'b1 && (update_table_entry != {BHT_N{1'b1}})) begin
                    table[update_table_index] <= update_table_entry + 1;
                end else if (ex_branch_decision == 1'b0 && (update_table_entry != {BHT_N{1'b0}})) begin
                    table[update_table_index] <= update_table_entry - 1;
                end
            end
        end
    end
    assign query_branch_taken = query_table_entry[BHT_N-1];
endmodule
--- design/flow/run.sh ---
#!/bin/bash
# OpenROAD 26Q1-2900-gdf79404cd8, Yosys 0.63+post, stock flow scripts
make -C /OpenROAD-flow-scripts/flow DESIGN_CONFIG=/design/flow/config.mk WORK_HOME=/design/flow/orfs finish
--- design/flow/config.mk ---
export PLATFORM = sky130hd
export DESIGN_NAME = branch_history_table
export DESIGN_NICKNAME = branch_history_table
export VERILOG_FILES = /design/flow/design.v
export SDC_FILE = /design/flow/constraint.sdc
export NUM_CORES = 4
export LEC_CHECK = 1
export CORE_UTILIZATION = 40
--- design/flow/constraint.sdc ---
current_design branch_history_table

set clk_period 106.6
set clk_io_pct 0.2

create_clock -name clk0 -period $clk_period [get_ports {clk}]

set non_clock_inputs [all_inputs -no_clocks]
set_input_delay [expr $clk_period * $clk_io_pct] -clock clk0 $non_clock_inputs
set_output_delay [expr $clk_period * $clk_io_pct] -clock clk0 [all_outputs]
==> out/results.md <==
| Quantity | This run | Unit |
|---|---|---|
| Worst setup SP type | primary input | - |
| Num ports | 69 | - |
| Worst Path Required | 85.28 | ns |
| Tot Pwr | 932 | uW |
| Power density over the cells | 16.0 | nW/um^2 |
| Number of buffers added on ports | 22 | - |
| CP Max Fanout | 38 | - |
| Internal power | 680 | uW |
| Layout cell share with drive strength beyond 1 | 18.6 | % |
| Capturing element of the worst setup path | query_branch_taken | - |
| Combined area of the multi-input logic cells | 20500 | sq um |
| Distinct cells, synth | 65 | - |
| Register share after synthesis | 57.4 | % |
| Launch point of the worst path | id_pc[2] | - |
| Initial cell density of the core | 40.6 | % |
| Shortest clock period the worst path allows after layout | 48.07 | ns |
| Max-capacitance violation count | 0 | - |
| Final HPWL from detailed placement | 117 | mm |
| Slew @ Worst Pin | 1.06 | ns |
| Via count of the first global-routing pass | 38812 | - |
| Slew margin rel. | 28.9 | % |
| Top area cells in the synthesized netlist | sky130_fd_sc_hd__edfxtp_1 57%, sky130_fd_sc_hd__mux4_2 15%, sky130_fd_sc_hd__nor2_1 4.5% | - |
| Top_reg_cell synth | sky130_fd_sc_hd__edfxtp_1 | - |
| Pre-antenna DRT Iters | 7 | - |
| Stage delay of the slowest cell on the critical path | 0.72 | ns |
| Kind of capture point of the worst setup path | primary output | - |
| First-pass GRT wire length | 276 | mm |
| Number of max-slew violations in the final report | 0 | - |
| Number of fill cells in the layout | 11799 | - |
| CTS buffer count | 109 | - |
| Switching power total | 251 | uW |
| Number of warnings the tools reported | 78 | - |
| Largest registers ranked by flip-flop count | table x1024 | - |
| Insertion delay at the late pin of the worst-skew pair | 0.71 | ns |
| Type of the worst setup path | in2out | - |
| CTS clk-pin slew, worst paths | 0.06 | ns |
| Combinational share of power | 13.1 | % |
| Clock tree from TritonCTS | done | - |
| Biggest area consumer among synthesized cells | sky130_fd_sc_hd__edfxtp_1 | - |
| Detailed-route wire length | 193 | mm |
| Global Route Usage Sum | 31.0 | % |
| Reg power frac | 49.4 | % |
| Overflow after GRT | 0 | - |
| Via total after detailed routing | 38134 | - |
| R2R Path End | table[111][0] | - |
| Area reported by Yosys stat | 53600 | sq um |
| Final Wtd Congestion | 1.00 | - |
| Synthesis Warnings | 1 | - |
| Maximum vdd drop | 14.9 | uV |
| Post-Syn Area | 53600 | sq um |
| Final sum of negative setup slack | 0 | ns |
| Area grow syn2layout | 8.55 | % |
| Final routed wire length divided by cell count | 33.1 | um |
| Synth Register Bits | 1024 | - |
| Unrepaired setup endpoints after global routing | no | - |
| Worst-path cell chain | buf_8 > buf_4 > buf_4 > buf_4 > mux4_2 > mux4_2 > mux4_2 > mux4_2 > mux2_2 > clkdlybuf4s50_1 | - |
| Average cell area after synthesis | 12.6 | sq um |
| Instance count of the mapped netlist | 4241 | - |
| Final Cycle Share | 45.1 | % |
| Signal arrival time at the worst endpoint | 26.75 | ns |
| Part of the power in the clock network | 37.5 | % |
| Root cell of the clock tree | sky130_fd_sc_hd__clkbuf_16 | - |
| R2r setup slk | 100.13 | ns |
| Count of flip-flops with a built-in enable after synthesis | 1024 | - |
| Number of hold violations in the final report | 0 | - |
| Maximum buffer depth of the clock tree | 3 | - |
| Pleak | 18.3 | nW |
| Most instantiated cells after synthesis | 1024 x sky130_fd_sc_hd__edfxtp_1, 648 x sky130_fd_sc_hd__nor2_1, 448 x sky130_fd_sc_hd__o21ai_0 | - |
| Die outline height | 368 | um |
| Count of cells resized by post-cts repair | 0 | - |
| Initial antenna violation count | 5 | - |
| Most common cell in the synthesized netlist | sky130_fd_sc_hd__edfxtp_1 | - |
| Top achievable clock speed | 0.0208 | GHz |
| Final setup vio count | 0 | - |
| Reg2reg path depth | 12 | - |
| Maximum number of pins on one net before global-route repair | 152 | - |
| CP max-delay cell | sky130_fd_sc_hd__buf_4 | - |
| Most flops, register | table | - |
| Core region area | 132000 | sq um |
| Detailed-route vias per instance | 6.53 | - |
| Proportion of register bits with asynchronous set or reset after synthesis | 0 | % |
| Buffers inserted during post-CTS setup optimization | 0 | - |
| Yosys Instances | 4241 | - |
| Violation count after the first detailed-routing iteration | 3259 | - |
| Hold Crit Class | reg2reg | - |
| H-Tree Level Count | 3 | - |
| Area share of the largest cell type after synthesis | 57.4 | % |
| Flip-flop and latch area | 30700 | sq um |
| Number of nets still failing antenna checks after routing | 0 | - |
| Cell seen most often among critical-path stages | sky130_fd_sc_hd__mux4_2 | - |
| DRC viols | 0 | - |
| Post-route clock skew | 0.0241 | ns |
| Status | completed | - |
| Die Footprint | 135000 | sq um |
| Number of clock sinks seen by CTS | 1024 | - |
| Net Sw Frac | 27.0 | % |
| Cell Rows | 133 | - |
| Floorplan die width | 368 | um |
| Cts-stage hold buffer count | 0 | - |
| Reg-to-Reg Start | table[59][0] | - |
| Largest register FFs | 1024 | - |
-- worst max-delay path: cells and delay by family --
family | cells | cell delay (ns)
buf+inv | 5 | 2.74
mux | 5 | 2.52
-- power groups by stage --
| stage | clock, mW | combinational [mW] | sequential (mW) |
|---|---|---|---|
| CTS | 0.352 | 0.118 | 0.461 |
| global route | 0.366 | 0.125 | 0.462 |
| finish | 0.349 | 0.122 | 0.461 |
-- layer usage --
layer | track usage (%) | vias to the layer above | wire length (um)
met2 | 42.1 | 3067 | 83900
met3 | 24.5 | 604 | 37400
met1 | 36.2 | 18590 | 59800
met5 | 1.57 | - | 258
met4 | 14.5 | 12 | 12200
li1 | - | 15861 | -
-- worst min-delay path by stage --
stage / from / endpoint / slack, ns / cells past startpoint
4_1_cts: table[343][0] / table[11][1] / 1.79 / 8
5_1_grt: table[343][0] / table[496][0] / 1.92 / 8
6_report: table[33][0] / table[11][1] / 1.86 / 10
-- logic make-up (layout without fill, tap and decap cells) --
kind of cell / Yosys count / count (layout) / share of synthesized area [%]
AND-OR/OR-AND: 630 / 630 / 6.66
XOR/XNOR: 1 / 1 / 0.0304
buffers and inverters: 549 / 391 / 4.71
flip-flops: 1024 / 1024 / 57.4
multiplexers: 529 / 529 / 18.4
other: 0 / 2 / 0
AND/OR/NAND/NOR: 1508 / 1508 / 12.9
-- cell usage in the layout, fill, tap and decap left out, drive strengths merged, types with 4 or more instances in the layout --
cell type and n:
a21oi 17, a221oi 13, a22o 14, a22oi 67, a311oi 6, a31oi 11
and2 4, and3 7, and3b 5, buf 181, clkbuf 135, clkdlybuf4s50 13
clkinv 52, edfxtp 1024, inv 8, mux2 6, mux2i 161, mux4 362
nand2 181, nand2b 5, nand3 98, nand4 43, nor2 648, nor2b 14
nor3 378, nor3b 5, nor4 100, o21ai 471, o22ai 8, or3 4
or4 4
-- final cells by class --
class                   count  area share [%]
flip-flops and latches   1024            52.9
multi-input cells        2668            35.2
clock buffers             135            4.86
well taps                1755            3.77
repair buffers            194            2.69
clock inverters            59           0.583
inverters                   3          0.0194
diodes                      2         0.00860
-- through the flow --
stage                     utilization, %  worst slack [ns]  hold WS [ns]  std cells  cell area [sq um]
after floorplan                        -             60.75          1.32       4241              53600
after global placement              41.6             58.50          1.76       5644              55000
after detailed placement            41.6             58.52          1.77       5644              55000
after CTS                           44.0             58.50          1.79       5838              58200
after global routing                44.0             58.30          1.92       5839              58200
final                               44.0             58.53          1.86       5840              58200
Power figures rest on the tool's default switching activity, not on a simulated workload.
