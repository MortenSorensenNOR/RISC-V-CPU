## design/flow/design.v

```verilog
`timescale 1ns/1ps
module if_stage #(
    parameter unsigned CPU_RESET_VECTOR = 0      
) (
    input logic clk,
    input logic rstn,
    input logic if_stall,
    input logic PCNextSrc,               
    input logic PCJumpTargetSrc,         
    input logic [31:0] pc_plus_imm,
    input logic [31:0] pc_target_alu,
    output logic [31:0] if_pc,
    output logic [31:0] if_pc_p4,
    output logic [31:0] o_instr_mem_read_addr,
    input  logic [31:0] i_instr_mem_read_data,
    output logic [31:0] if_instr
);
    logic [31:0] PC;
    logic [31:0] pc_p4;
    logic reset_last = 1'b0;
    logic [31:0] w_pc_next;
    always_comb begin
        if (PCNextSrc) begin
            if (PCJumpTargetSrc) begin
                w_pc_next = pc_target_alu;
            end else begin
                w_pc_next = pc_plus_imm;
            end
        end else begin
            w_pc_next = pc_p4;
        end
    end
    always_ff @(posedge clk) begin
        if (~rstn) begin
            PC <= CPU_RESET_VECTOR;
            reset_last <= 1'b1;
        end else begin
            reset_last <= 1'b0;
            if (~if_stall && ~reset_last) begin
                PC <= w_pc_next;
            end
        end
    end
    always_comb begin
        pc_p4 = PC + 32'd4;
    end
    assign if_pc = PC;
    assign if_pc_p4 = pc_p4;
    assign o_instr_mem_read_addr = if_pc;
    assign if_instr = i_instr_mem_read_data;
endmodule
```

## design/flow/run.sh

```bash
#!/bin/bash
# OpenROAD 26Q1-2900-gdf79404cd8, Yosys 0.63+post, stock flow scripts
make -C /OpenROAD-flow-scripts/flow DESIGN_CONFIG=/design/flow/config.mk WORK_HOME=/design/flow/orfs finish
```

## design/flow/config.mk

```make
export PLATFORM = sky130hd
export DESIGN_NAME = if_stage
export DESIGN_NICKNAME = if_stage
export VERILOG_FILES = /design/flow/design.v
export SDC_FILE = /design/flow/constraint.sdc
export NUM_CORES = 4
export LEC_CHECK = 1
export CORE_AREA = 10 10 135 135
export DIE_AREA = 0 0 145 145
```

## design/flow/constraint.sdc

```tcl
current_design if_stage

set clk_period 8.2
set clk_io_pct 0.2

create_clock -name clk0 -period $clk_period [get_ports {clk}]

set non_clock_inputs [all_inputs -no_clocks]
set_input_delay [expr $clk_period * $clk_io_pct] -clock clk0 $non_clock_inputs
set_output_delay [expr $clk_period * $clk_io_pct] -clock clk0 [all_outputs]
```

==> results.toml <==
# implementation run metrics
[flow_run]
warnings = 25
max_cap_viol_count = 0

[worst_hold_path]
whs_path_depth = 2
hp-class = "reg -> reg"
holdPathEnd = "PC[0]$_SDFFE_PN0P_"
min-delay-start = "PC[0]$_SDFFE_PN0P_"

[power]
ir_drop_mv = 0.0621
p_leak_nw = 1.59
clockPowerShare = 0.387
pwr-share-comb = 0.257
swShare = 0.265
power_frac_seq = 0.357
powerDensity_nw_per_um2 = 111
switchingPower_w = 0.000139
p_int_w = 0.000387

[worst_setup_path]
r2r-start = "PC[2]$_SDFFE_PN0P_"
r2r_slack_ns = 5.56
required_ns = 6.56
rr_endpoint = "PC[20]$_SDFFE_PN0P_"
crit_fanout = 11
endpoint_kind = "output port"
critical_path_class = "reg -> out"
reg2reg_depth = 5
cp-start-kind = "register"
cp.arrival_ns = 3.16

[routing]
viasPerCell = 4.79
routed_wl_microns = 13500
vias = 3471
ant_nets = 0
wl_per_cell_microns = 18.6
drt-pass1-iter-count = 4
drcViolationCount = 0
dr.first_iter.drc_count = 208
n_antenna_cell = 0

[yosys]
synthDistinctLibCells = 57
common_cells = "buf_4 (69), nand2_1 (34), dfxtp_1 (33), nor2_1 (32), mux2i_1 (23)"
ys_ff = 33
yosys.stat.chipArea_sq_um = 3340
synth.most_common_cell = "buf_4"
synth-cells-yosys = 440
syn_area_per_cell_sq_um = 7.59
syn_inst = 440
edf_count = 0
syn-cell-area_sq_um = 3340
yosys_warnings = 1
post-synth-top-area-cell = "dfxtp_1"
yosys_most_used_dff = "dfxtp_1"
synth_seq_share = 0.198
async_flop_share = 0
top_cell_area_share = 0.198
topCellsByArea = "dfxtp_1 (20%), buf_4 (16%), mux2i_1 (6.9%)"

[placed_design]
place_area_sq_um = 4580
pre_cts_slack_ns = 3.69
gp_congestion = 0.839
post-dp-hpwl_microns = 10200
portBuffers = 164

[clock_tree]
cts-htree-levels = 2
cts_sinks = 33
cts_buffer_depth = 2
clk_latency_ns = 0.28
hold_buffers = 0
cts_root_buffer = "clkbuf_16"
cts_tree = "built"
post_cts_buffers = 0
cts_inserted_buffers = 5
ctsResizeCount = 0
clk_transition_reported_paths_ns = 0.06

[floorplan]
io_pins = 229
die_area_sq_um = 21000
initCoreUtil = 0.219
num_rows = 45
coreArea_sq_um = 15300
die_w_microns = 145
dieHeight_microns = 145

[global_route]
grt_pass1_wl_microns = 20900
gr-usage-all-layers = 0.122
grt_max_degree = 49
grt_antenna_before_repair = 1
grt_pass1_vias = 3496
grt_overflow = 0

[final_layout]
final_util = 0.311
layout-drive-gt1-share = 0.0682
design_area_sq_um = 4740
syn2layout_area_growth_pct = 42.0

[final_timing]
finalCriticalPeriod_ns = 4.80
holdWs_ns = 0.533
rsz0062_at_grt = "false"
setup_slack_ns = 3.40
fin_setup_tns_ns = 0
hold_viol = 0
finalCritPeriodShare = 0.586
finalMaxSlewViolations = 0
finClkSkew_ns = 0.00356
setup_viol = 0
slew_headroom = 0.514
worst_slew_pin_slew_ns = 0.726
fmax_mhz = 208

[run_status]
status = "finished, final reports clean"
## power groups by stage
stage	logic (W)	clock network (W)	registers (W)
6_report	0.000135	0.000204	0.000188
5_1_grt	0.000148	0.000216	0.000191
4_1_cts	0.000139	0.000207	0.000188
## metrics by stage
stage	instances	power (W)
after global placement	716	0.000329
after global routing	724	0.000556
after floorplan	440	0.000253
final	724	0.000527
after CTS	724	0.000534
after detailed placement	716	0.000330
## final cells by class
class	count	area (sq um)
clock inverter	1	5.00
timing repair buffer	171	1680
sequential	33	661
inverter	6	22.5
fill	1557	10500
multi-input combinational	295	1950
clock buffer	7	153
tap	211	264
## flip-flops by register name (all words and copies together), names as in the netlist
name / count
reset_last: 1
PC: 32
## cell families (layout without fill, tap and decap cells)
kind of cell	count (synthesis)	count (layout)	share of synthesized area
compound gates	88	88	0.184
xor+xnor	26	26	0.0682
fa+ha+maj	1	1	0.00375
simple gates	149	149	0.233
mux	31	31	0.0959
flops	33	33	0.198
buf+inv	112	185	0.217
## cells in the final DEF, fill, tap and decap left out, types with 4 or more instances in the layout
cell type | synthesis | routed
or3_1 | 5 | 5
nor3_1 | 12 | 12
nor4_1 | 9 | 9
nand2_1 | 34 | 34
o2bb2ai_1 | 5 | 5
buf_4 | 69 | 7
nor2_1 | 32 | 32
or4_1 | 4 | 4
o31ai_1 | 4 | 4
clkbuf_16 | 0 | 5
o21ai_0 | 14 | 14
inv_1 | 5 | 5
a21oi_1 | 19 | 19
and3_1 | 4 | 4
clkdlybuf4s50_1 | 0 | 162
nor2b_1 | 6 | 6
nand3_1 | 15 | 15
nand4_1 | 12 | 12
xnor2_1 | 18 | 18
a211oi_1 | 4 | 4
dfxtp_1 | 33 | 33
xor2_1 | 8 | 8
o311ai_0 | 8 | 8
mux2_2 | 8 | 8
a31oi_1 | 12 | 12
a32o_1 | 5 | 5
mux2i_1 | 23 | 23
## how the worst max path moves through the flow
stage / from / endpoint / depth (start not counted)
CTS: PC[2]$_SDFFE_PN0P_ / if_pc_p4[30] / 6
global route: PC[2]$_SDFFE_PN0P_ / if_pc_p4[30] / 6
finish: PC[2]$_SDFFE_PN0P_ / if_pc_p4[30] / 6
## critical path, cell delays in order, from the launching register on
cell,delay (ns)
dfxtp_1,0.51
ha_1,0.30
nand3_1,0.38
or3_1,0.61
or3_1,0.44
xnor2_1,0.15
clkdlybuf4s50_1,0.50
## routing by layer
metal | vias to the layer above | global-route usage | share of wire
li1 | 1675 | - | -
met1 | 1609 | 0.166 | 0.43
met2 | 165 | 0.194 | 0.47
met3 | 20 | 0.0309 | 0.080
met4 | 2 | 0.0215 | 0.012
met5 | - | 0 | 0.00097
Power and IR drop assume default switching activity.
